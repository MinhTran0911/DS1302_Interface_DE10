**flow/run.sh**
```bash
#!/bin/bash
# OpenROAD 26Q1-2900-gdf79404cd8, Yosys 0.63+post, stock flow scripts
make -C /OpenROAD-flow-scripts/flow DESIGN_CONFIG=/design/flow/config.mk WORK_HOME=/design/flow/orfs finish
```
**flow/config.mk**
```make
export PLATFORM = sky130hd
export DESIGN_NAME = Time_Setting
export DESIGN_NICKNAME = Time_Setting
export VERILOG_FILES = /design/flow/design.v
export SDC_FILE = /design/flow/constraint.sdc
export NUM_CORES = 4
export LEC_CHECK = 1
export CORE_AREA = 10 10 81 81
export DIE_AREA = 0 0 91 91
```
**flow/constraint.sdc**
```tcl
current_design Time_Setting

set clk_period 3.2
set clk_io_pct 0.2

create_clock -name clk0 -period $clk_period [get_ports {clk}]

set non_clock_inputs [all_inputs -no_clocks]
set_input_delay [expr $clk_period * $clk_io_pct] -clock clk0 $non_clock_inputs
set_output_delay [expr $clk_period * $clk_io_pct] -clock clk0 [all_outputs]
```
**flow/design.v**
```verilog
module Time_Setting (clk, rstn, ext_input, set, hr, min, sec, hr_en, min_en, sec_en);
	input logic clk, rstn, set;
	input logic [5:0] ext_input;
	output logic [4:0] hr;
	output logic [5:0] min, sec;
	output logic hr_en, min_en, sec_en;
	logic [1:0] state, next_state;
	logic prev_set;
	typedef enum {SET_HR, SET_MIN, SET_SEC, IDLE} States;
	always_ff @(posedge clk) begin
		if (!rstn) begin
			hr <= 5'd0;
			min <= 6'd0;
			sec <= 6'd0;
		end  
		else begin
			if (hr_en) begin
				if (ext_input > 5'd24) hr <= 5'd23;  
				else hr <= ext_input;
			end  
			else if (min_en) begin
				if (ext_input > 6'd59) min <= 6'd59;  
				else min <= ext_input;
			end  
			else if (sec_en) begin
				if (ext_input > 6'd59) sec <= 6'd59;  
				else sec <= ext_input;
			end  
		end
	end
	always_ff @(posedge clk) begin
		if (set) prev_set <= 1;
		else if (prev_set) prev_set <= 0;
	end
	always_ff @(posedge clk) begin
		if (!rstn) state <= IDLE;
		else state <= next_state;
	end
	always_comb begin
		case (state)
			SET_HR:
				begin
					if (!set && prev_set) next_state = SET_MIN;
					else next_state = SET_HR;
				end
			SET_MIN:
				begin
					if (!set && prev_set) next_state = SET_SEC;
					else next_state = SET_MIN;
				end
			SET_SEC:
				begin
					if (!set && prev_set) next_state = IDLE;
					else next_state = SET_SEC;
				end
			IDLE:
				begin
					if (!set && prev_set) next_state = SET_HR;
					else next_state = IDLE;
				end
			default:
				begin
					next_state = IDLE;
				end
		endcase
	end
	always_comb begin
		case (state)
			SET_HR:
				begin
					hr_en = 1;
					min_en = 0;
					sec_en = 0;
				end
			SET_MIN:
				begin
					hr_en = 0;
					min_en = 1;
					sec_en = 0;
				end
			SET_SEC:
				begin
					hr_en = 0;
					min_en = 0;
					sec_en = 1;
				end
			IDLE:
				begin
					hr_en = 0;
					min_en = 0;
					sec_en = 0;
				end
			default:
				begin
					hr_en = 0;
					min_en = 0;
					sec_en = 0;
				end
		endcase
	end
endmodule 
```
==> run notes <==
- **drt wl/cell** 12.6 um
- **power per standard cell area** 419 nW/um^2
- **final worst path period share** 75.2%
- **setup slack on the worst flop-to-flop path** 1.74 ns
- **layout filler cell count** 524
- **arrival time reported for the critical path endpoint** 1.77 ns
- **number of global-route vias before repair** 738
- **top cells by count, synth** sky130_fd_sc_hd__dfxtp_1 (22), sky130_fd_sc_hd__nand2_1 (10), sky130_fd_sc_hd__mux2i_1 (8)
- **final hold vios** 0
- **yosys stat chip area** 918 sq um
- **highest achievable clock rate** 0.415 GHz
- **post-synthesis to final-layout area growth** 40.5%
- **Routed met2 length** 1070 um
- **FF+latch area** 440 sq um
- **total gr overflow** 0
- **net switching share of the total power** 21.8%
- **Max-cap violations** 0
- **share of layout cells above drive strength 1** 6.67%
- **number of rows created at floorplan** 25
- **post-CTS setup buffer count** 0
- **cell count after synthesis** 94
- **clock tree from TritonCTS** yes
- **type of the tightest min-delay check** reg -> reg
- **Post-synth ARST share** 0%
- **finished layout cell area** 1290 sq um
- **area enclosed by the die boundary** 8280 sq um
- **ys flops** 22
- **insertion delay at the late pin of the worst-skew pair** 0.26 ns
- **total of buffers placed on input and output ports** 28
- **outcome** completed
- **number of buffers inserted for hold repair after clock tree synthesis** 0
- **CTS H-tree depth** 1
- **data required time at the worst endpoint** 2.56 ns
- **Pint** 0.422 mW
- **clock root buffer master** sky130_fd_sc_hd__clkbuf_8
- **via/cell ratio** 4.00
- **met3 routed WL** 229 um
- **total routing usage reported by global routing** 5.57%
- **count of library flops with an enable pin** 0
- **number of warning messages in the logs** 25
- **Clock Path Buffers** 2
- **first-pass GRT wire length** 3860 um
- **standard cell area after detailed placement** 1230 sq um
- **accumulated negative setup slack** 0 ns
- **most area-consuming cells after synthesis** sky130_fd_sc_hd__dfxtp_1 (48%), sky130_fd_sc_hd__mux2i_1 (8.7%), sky130_fd_sc_hd__nor4b_4 (5.2%), sky130_fd_sc_hd__nor2b_1 (4.8%), sky130_fd_sc_hd__nand2_1 (4.1%)
- **Yosys Warn Count** 1
- **critical-path maximum fanout** 7
- **count of distinct cell types in the synthesized netlist** 24
- **unrepaired setup endpoints after global routing** no
- **width of the die** 91 um
- **Pre-antenna DRT Iters** 4
- **startpoint-to-endpoint class of the critical path** reg -> out
- **clock slew at reported path FFs** 0.08 ns
- **post-synthesis sequential area ratio** 48.0%
- **number of resized instances in the post-cts repair step** 0
- **measured slew at the worst slew-check pin** 0.725 ns
- **antenna violation net count after detailed routing** 0
- **most frequently used cell type in the post-synthesis netlist** sky130_fd_sc_hd__dfxtp_1
- **number of endpoints failing setup at the final stage** 0
- **yosys cell count** 94
- **Met1 Routed Length** 1050 um
- **cell area after synthesis** 918 sq um
- **Synth area leader** sky130_fd_sc_hd__dfxtp_1
- **maximum vdd drop** 197 uV
- **number of buffers created by CTS** 3
- **die height** 91 um
- **DP HPWL** 1780 um
- **startpoint class of the critical path** register
- **Setup Slack @ Placement** 1.09 ns
- **count of pins on the block boundary** 29
- **net switching power of the design** 0.118 mW
- **Yosys top cell area share** 48.0%
- **fraction of power consumed by combinational cells** 10.2%
- **Max Used Layer** met4
- **leakage power of the design** 0.410 nW
- **post-route worst setup slack** 0.793 ns
- **antenna violations before repair** 0
- **clock sink total** 22
- **register share of total power** 53.4%
- **endpoint type of the worst setup path** output pin
- **most common flop cell mapped by yosys** sky130_fd_sc_hd__dfxtp_1
- **wirelength, routed** 2350 um
- **fraction of the core area occupied by cells at floorplan** 19.1%
- **final hold slack** 0.459 ns
- **last weighted congestion value of the routability-driven placer** 0.757
- **Max transition margin** 51.5%
- **final clock skew** 0.00606 ns
- **clock network power share** 36.3%
- **DRC violations left** 0
- **ANT cells** 0
- **Starting DRT DRC Count** 52
- **Max Transition Viols Final** 0
- **comb. cell area** 427 sq um
- **count of vias placed by the detailed router** 748
- **CORE AREA** 4820 sq um
- **largest net degree at the start of global routing** 24
- **shortest period the worst path allows** 2.41 ns
- **mean area per synthesized cell** 9.77 sq um
layout by cell type (no fill, tap or decap), types with 2 or more instances in the layout:
cell,synthesis,routed
sky130_fd_sc_hd__a21boi_0,3,3
sky130_fd_sc_hd__a21oi_1,7,7
sky130_fd_sc_hd__a41oi_1,2,2
sky130_fd_sc_hd__clkbuf_8,0,4
sky130_fd_sc_hd__clkdlybuf4s50_1,0,28
sky130_fd_sc_hd__dfxtp_1,22,22
sky130_fd_sc_hd__mux2i_1,8,8
sky130_fd_sc_hd__nand2_1,10,10
sky130_fd_sc_hd__nand3_1,4,4
sky130_fd_sc_hd__nor2_1,4,4
sky130_fd_sc_hd__nor2b_1,7,7
sky130_fd_sc_hd__nor3_1,3,3
sky130_fd_sc_hd__nor4b_4,2,2
sky130_fd_sc_hd__o21ai_0,7,7
sky130_fd_sc_hd__or3_1,2,2
routing by layer:
metal  vias up  global-route usage, %
li1        379                      -
met1       337                   7.27
met2        30                   8.47
met3         2                   2.82
met4         0                  0.392
met5         -                      0
flip-flops by register name (all words and copies together) (netlist names):
register and flops:
hr 5, min 6, prev_set 1, sec 6
state 4
worst max-delay path, cell delays in order, from the launching register on:
cell and delay, ns:
sky130_fd_sc_hd__dfxtp_1 0.41, sky130_fd_sc_hd__or3_1 0.49, sky130_fd_sc_hd__inv_2 0.13, sky130_fd_sc_hd__clkdlybuf4s50_1 0.48
layout make-up:
class / instances / share of cell area (%)
sequential: 22 / 34.1
multi-input combinational: 65 / 33.1
timing repair buffer: 28 / 21.7
tap: 67 / 6.50
clock buffer: 4 / 4.27
inverter: 1 / 0.291
kinds of logic after synthesis:
family                 Yosys count  share of synthesized area, %
AOI/OAI and AO/OA               21                          13.2
buffers and inverters            7                          5.58
DFF                             22                          48.0
muxes                            8                          8.72
and+or+nand+nor                 36                          24.5
power by group through the flow:
stage	Clock [mW]	Combinational (mW)	Sequential (mW)
after CTS	0.202	0.0562	0.289
after global routing	0.216	0.0603	0.290
final	0.196	0.0551	0.289
metrics by stage:
step | instances | total power [mW] | util, %
floorplan | 94 | 0.321 | -
global placement | 183 | 0.351 | 25.6
detailed placement | 183 | 0.351 | 25.6
CTS | 187 | 0.547 | 26.8
global route | 187 | 0.567 | 26.8
finish | 187 | 0.540 | 26.8
final timing paths:
check / start / depth (start not counted) / end
hold reg to reg: min[2] / 2 / min[2]
setup reg to reg: state[0] / 3 / sec[4]
hold / removal: min[2] / 2 / min[2]
setup / recovery: state[0] / 3 / hr_en
Power is estimated from default activity; no workload was simulated.

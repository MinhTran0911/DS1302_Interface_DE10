**./run.sh**
```bash
#!/bin/bash
# OpenROAD 26Q1-2900-gdf79404cd8, Yosys 0.63+post, stock flow scripts
make -C /OpenROAD-flow-scripts/flow DESIGN_CONFIG=/design/flow/config.mk WORK_HOME=/design/flow/orfs finish
```
**./config.mk**
```make
export PLATFORM = sky130hd
export DESIGN_NAME = Dec_2_BCD_Decoder
export DESIGN_NICKNAME = Dec_2_BCD_Decoder
export VERILOG_FILES = /design/flow/design.v
export SDC_FILE = /design/flow/constraint.sdc
export NUM_CORES = 4
export LEC_CHECK = 1
export CORE_AREA = 10 10 70 70
export DIE_AREA = 0 0 80 80
```
**./design.v**
```verilog
module Dec_2_BCD_Decoder (hr_in, min_in, sec_in, hr_out, min_out, sec_out);
	input logic [5:0] min_in, sec_in;
	input logic [4:0] hr_in;
	output logic [7:0] hr_out, min_out, sec_out;  
	always_comb begin
		hr_out = (hr_in / 8'd10) * 8'd16 + (hr_in % 10);
		min_out = (min_in / 8'd10) * 8'd16 + (min_in % 10);
		sec_out = (sec_in / 8'd10) * 8'd16 + (sec_in % 10);
	end
endmodule 
```
**./constraint.sdc**
```tcl
current_design Dec_2_BCD_Decoder

set clk_period 2.6
set clk_io_pct 0.2

create_clock -name clk0 -period $clk_period

set non_clock_inputs [all_inputs -no_clocks]
set_input_delay [expr $clk_period * $clk_io_pct] -clock clk0 $non_clock_inputs
set_output_delay [expr $clk_period * $clk_io_pct] -clock clk0 [all_outputs]
```
==> impl_metrics.yaml <==
# yosys + openroad results
placed_design:
  placed_area_um2: 2720
  dp_hpwl_um: 3810
  globalplace.congestion: 0.903
  dp_slack_ns: -2.09
  port_buffers: 37
  place_inst: 381
synthesis:
  netlist_instances: 235
  top_cells_by_count: "nor2_1 (23), a21oi_1 (22), o21ai_0 (21)"
  synth_seq_share_pct: 0
  synth-xor-area-share_pct: 8.81
  aoi_share_pct: 33.0
  area_leaders: "ha_1 (13%), a21oi_1 (6.9%), o21ai_0 (6.6%)"
  netlist.area_leader.share_pct: 12.6
  synth.cellmix.simpleShare_pct: 28.9
  ys_area_um2: 1590
  ys_cells: 235
  yosys.cell_types.count: 54
  synth_area_um2: 1590
  top_cell: "nor2_1"
  synth_top_cell_by_area: "ha_1"
  ys_sh_adder_pct: 17.6
  synth.avg_cell_area_um2: 6.77
  synthMuxAreaShare_pct: 2.52
  yosysWarnings: 1
  top_logic_kind: "AND-OR/OR-AND gates"
status:
  status: "stopped before the end"
  tool.error: "[ERROR DPL-0036] Detailed placement failed."
  failing_step: "global routing (5_1_grt)"
floorplan:
  fp_util_pct: 46.6
  rows: 21
  ios: 41
  dieWidth_um: 80
  chipHeight_um: 80
clock_network:
  postCtsHoldBufs: 0
timing:
  worst_endpoint_kind: "primary output"
  repair-timing-grt-worst-ep: "sec_out[7]"
grt:
  grt_max_degree: 18
-- cell families after synthesis --
group,after synthesis
adder cells (fa/ha/maj),21
buffers and inverters,33
AND/OR/NAND/NOR,82
XOR/XNOR,16
AND-OR/OR-AND,79
multiplexers,4
-- what timing repair did --
action | 4_1_cts
hold endpoints to repair | 0
pin swaps | 56
gates cloned | 0
gates resized | 166
setup buffers | 36
setup endpoints to repair | 21

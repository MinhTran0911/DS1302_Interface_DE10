--- flow/run.sh ---
#!/bin/bash
# OpenROAD 26Q1-2900-gdf79404cd8, Yosys 0.63+post, stock flow scripts
make -C /OpenROAD-flow-scripts/flow DESIGN_CONFIG=/design/flow/config.mk WORK_HOME=/design/flow/orfs finish
--- flow/config.mk ---
export PLATFORM = sky130hd
export DESIGN_NAME = DS1302_Controller
export DESIGN_NICKNAME = DS1302_Controller
export VERILOG_FILES = /design/flow/design.v
export SDC_FILE = /design/flow/constraint.sdc
export NUM_CORES = 4
export LEC_CHECK = 1
export CORE_UTILIZATION = 50
--- flow/constraint.sdc ---
current_design DS1302_Controller

set clk_period 4.1
set clk_io_pct 0.2

create_clock -name clk0 -period $clk_period [get_ports {clk1}]

set non_clock_inputs [all_inputs -no_clocks]
set_input_delay [expr $clk_period * $clk_io_pct] -clock clk0 $non_clock_inputs
set_output_delay [expr $clk_period * $clk_io_pct] -clock clk0 [all_outputs]
--- flow/design.v ---
module DS1302_Controller (clk1, rstn, rd_btn, wr_btn, hr, min, sec, time_out, CE, SCLK, IO);
	localparam BURST_RD_ADDR = 8'hBF;
	localparam BURST_WR_ADDR = 8'hBE;
	localparam WR_CTRL_REG_ADDR = 8'h8E;
	localparam WR_SEC_REG_ADDR = 8'h80;
	input logic clk1, rstn, rd_btn, wr_btn;
	input logic [7:0] hr, min, sec;  
	output logic CE, SCLK;
	output logic [63:0] time_out;
	inout logic IO;  
	logic prev_rd_btn, prev_wr_btn;
	logic io_dir, io;  
	logic CH_init, WP_init;  
	logic [3:0] state;
	logic [6:0] count;  
	logic [7:0] addr;
	logic [63:0] burst_data;
	typedef enum {IDLE, WR_ADDR_PREP, WR_ADDR, CNT_RST, WR_BURST_PREP, WR_BURST, WR_SINGLE_PREP, WR_SINGLE, RD_BURST, STO_BURST, TERMINATE} States;
	assign burst_data = {8'b0, 8'b0, 8'b0, 8'b0, 8'b0, hr, min, sec};
	assign IO = io_dir ? io : 1'bz;  
	always_ff @(posedge clk1) begin
		if (rd_btn) prev_rd_btn <= 1;
		else if (prev_rd_btn) begin
			prev_rd_btn <= 0;
		end
	end  
	always_ff @(posedge clk1) begin
		if (wr_btn) prev_wr_btn <= 1;
		else if (prev_wr_btn) begin
			prev_wr_btn <= 0;
		end
	end  
	always_ff @(posedge clk1) begin
		if (!rstn) begin
			count <= 0;
			state <= IDLE;
			CE <= 0;
			SCLK <= 0;
			io_dir <= 1;
			io <= 0;
			time_out <= 64'd0;
			WP_init <= 0;
			CH_init <= 0;
		end  
		else begin
			case (state)
				IDLE:
					begin
						CE <= 0;
						SCLK <= 0;
						count <= 0;
						io_dir <= 1;
						if (!WP_init) begin
							addr <= WR_CTRL_REG_ADDR;
							state <= WR_ADDR_PREP;
						end  
						else if (!CH_init) begin
							addr <= WR_SEC_REG_ADDR;
							state <= WR_ADDR_PREP;
						end  
						else if (!wr_btn && prev_wr_btn) begin
							addr <= BURST_WR_ADDR;
							state <= WR_ADDR_PREP;
						end  
						else if (!rd_btn && prev_rd_btn) begin
							addr <= BURST_RD_ADDR;
							state <= WR_ADDR_PREP;
						end  
						else state <= IDLE;
					end  
				WR_ADDR_PREP:  
					begin
						CE <= 1;  
						SCLK <= 0;
						io_dir <= 1;
						io <= addr[count];
						state <= WR_ADDR;
					end  
				WR_ADDR:  
					begin
						SCLK <= 1;
						count <= count + 7'd1;
						if (count == 7'd7) state <= CNT_RST;  
						else state <= WR_ADDR_PREP;  
					end  
				CNT_RST:  
					begin
						count <= 0;
						if (addr == WR_CTRL_REG_ADDR) state <= WR_SINGLE_PREP;
						else if (addr == WR_SEC_REG_ADDR) state <= WR_SINGLE_PREP;
						else if (addr == BURST_RD_ADDR) begin
							state <= RD_BURST;
							io_dir <= 0;
						end  
						else if (addr == BURST_WR_ADDR) state <= WR_BURST_PREP;
						else state <= IDLE;
					end  
				WR_SINGLE_PREP:  
					begin
						SCLK <= 0;
						io <= 0;
						state <= WR_SINGLE;
					end  
				WR_SINGLE:  
					begin
						SCLK <= 1;
						count <= count + 7'd1;
						if (count == 7'd7) state <= TERMINATE;  
						else state <= WR_SINGLE_PREP;  
					end  
				WR_BURST_PREP:  
					begin
						SCLK <= 0;
						io <= burst_data[count];
						state <= WR_BURST;
					end  
				WR_BURST:  
					begin
						SCLK <= 1;
						count <= count + 7'd1;
						if (count == 7'd63) state <= TERMINATE;  
						else state <= WR_BURST_PREP;  
					end  
				RD_BURST:  
					begin
						SCLK <= 0;
						state <= STO_BURST;
					end  
				STO_BURST:  
					begin
						SCLK <= 1;
						time_out[count] <= IO;
						count <= count + 7'd1;
						if (count == 7'd63) state <= TERMINATE;  
						else state <= RD_BURST;  
					end  
				TERMINATE:  
					begin
						CE <= 0;
						SCLK <= 0;
						count <= 0;
						if (addr == WR_CTRL_REG_ADDR) WP_init <= 1;
						if (addr == WR_SEC_REG_ADDR) CH_init <= 1;
						state <= IDLE;
					end  
			endcase
		end  
	end  
endmodule 
==> results.json <==
{
  "status": "aborted with a tool error",
  "lastStage": "clock tree synthesis",
  "firstError": "[error] [KeplerFormal.cpp:679] Workflow failed: Iso has multiple drivers: .IO0, IO$_SDFFE_PN0P_.Q0",
  "ys_seq_share_pct": 44.3,
  "largest_area_cell": "dfxtp_1",
  "ctsHoldBuffers": 0,
  "top_cell": "dfxtp_1",
  "design.portCount": 95,
  "edf_count": 3,
  "synth_cell_types": 58,
  "synth-async-reset-ratio_pct": 0,
  "cts_root_buffer": "clkbuf_8",
  "numSynthFlops": 92,
  "fp_util_pct": 51.6,
  "die_w_microns": 93.9,
  "row_count": 33,
  "clock-sinks": 92,
  "port_buffers": 93,
  "place_congestion": 0.859,
  "die_h_microns": 93.9,
  "syn_area_per_cell_sq_um": 9.28,
  "synth_top_area_share_pct": 42.2,
  "placed_area_sq_um": 5120,
  "dpl.hpwl_microns": 7540,
  "synthTopCellsByArea": "dfxtp_1 42%, o311ai_0 8.1%, mux2i_1 5.2%",
  "dp_cells": 623,
  "cts_htree_levels": 3,
  "cts_resized": 0,
  "yosysCellCount": 455,
  "yosysWarningCount": 2,
  "postSynthCellCount": 455,
  "top_cells_by_count": "89 x dfxtp_1, 42 x nand2_1, 39 x o311ai_0",
  "cts_made_buffers": 9,
  "post_cts_buffers": 0,
  "ys_area_sq_um": 4220,
  "syn_area_sq_um": 4220,
  "clockBufferDepth": 2,
  "synth-main-ff-cell": "dfxtp_1"
}
-- cells by family after synthesis --
family,Yosys count,synth area share (%)
DFF,92,44.3
buffers and inverters,39,4.80
and+or+nand+nor,153,19.0
muxes,24,6.02
AOI/OAI and AO/OA,132,22.3
xor gates and xnor gates,10,2.07
adders and majority gates,5,1.48
-- per-stage QoR --
stage / utilization, % / setup slack [ns] / hold slack [ns] / power [mW]
global placement: 62.6 / 1.25 / 0.397 / 1.00
floorplan: - / 1.60 / 0.385 / 0.966
detailed placement: 62.6 / 1.18 / 0.399 / 1.00
Power and IR drop assume default switching activity.
